===== /design/flow/run.sh =====
#!/bin/bash
# OpenROAD 26Q1-2900-gdf79404cd8, Yosys 0.63+post, stock flow scripts
make -C /OpenROAD-flow-scripts/flow DESIGN_CONFIG=/design/flow/config.mk WORK_HOME=/design/flow/orfs finish

===== /design/flow/config.mk =====
export PLATFORM = sky130hd
export DESIGN_NAME = mux32_3
export DESIGN_NICKNAME = mux32_3
export VERILOG_FILES = /design/flow/design.v
export SDC_FILE = /design/flow/constraint.sdc
export NUM_CORES = 4
export LEC_CHECK = 1
export CORE_AREA = 10 10 88 88
export DIE_AREA = 0 0 98 98
export SYNTH_HDL_FRONTEND = slang

===== /design/flow/constraint.sdc =====
current_design mux32_3

set clk_period 2.6
set clk_io_pct 0.2

create_clock -name clk0 -period $clk_period

set non_clock_inputs [all_inputs -no_clocks]
set_input_delay [expr $clk_period * $clk_io_pct] -clock clk0 $non_clock_inputs
set_output_delay [expr $clk_period * $clk_io_pct] -clock clk0 [all_outputs]

===== /design/flow/design.v =====
module mux32_2(src1, src2, sel, rlt);
    input   [31:0] src1, src2;
    input   sel;
    output  [31:0] rlt;
    assign  rlt = (sel) ? src2 : src1;
endmodule  
module mux5_2(src1, src2, sel, rlt);
    input   [4:0] src1, src2;
    input         sel;
    output  [4:0] rlt;
    assign  rlt = (sel) ? src2 : src1;
endmodule  
module mux5_3(src1, src2, src3, sel, rlt);
    input   [4:0] src1, src2, src3;
    input   [1:0] sel;
    output  [4:0] rlt;
    assign  rlt = (sel == 2'b00) ? src1 : 
                  (sel == 2'b01) ? src2 : src3;
endmodule  
module mux32_3(src1, src2, src3, sel, rlt);
    input   [31:0] src1, src2, src3;
    input   [1:0] sel;
    output  [31:0] rlt;
    assign  rlt = (sel == 2'b00) ? src1 : 
                  (sel == 2'b01) ? src2 : src3;
endmodule  
module mux32_5(src1, src2, src3, src4, src5, sel, rlt);
    input   [31:0] src1, src2, src3, src4, src5;
    input   [2:0] sel;
    output  [31:0] rlt;
    assign  rlt = (sel == 0) ? src1 : 
                  (sel == 1) ? src2 :
                  (sel == 2) ? src3 :
                  (sel == 3) ? src4 : src5;
endmodule  

==> reports/results.md <==
| Parameter | This run | Unit |
| --- | --- | --- |
| Outcome | complete, no violations | - |
| Antenna violations before repair | 0 | - |
| FF+latch count | 0 | - |
| Most instantiated cells after synthesis | 32 x mux2i_1, 32 x nand2_1, 28 x o21ai_1 | - |
| Vert. Die Dim | 98 | um |
| Initial drt markers | 19 | - |
| Count of hold-fix buffers inserted at cts | 0 | - |
| Antenna cell count | 0 | - |
| Die outline width | 98 | um |
| Final antenna-violating net count | 0 | - |
| Total track usage | 7.77 | % |
| Pin count of the biggest net entering global routing | 43 | - |
| Share of cells above drive strength 1 | 2.63 | % |
| Seq share, synth | 0 | % |
| Worst max-slew margin expressed relative to the limit | 73.1 | % |
| Die area | 9600 | sq um |
| Top cell type by total area after synthesis | mux2i_1 | - |
| Capture endpoint of the worst hold path | rlt[4] | - |
| Launch point of the worst hold path | sel[1] | - |
| Final Hold Fails | 0 | - |
| Peak VDD IR | 0.0737 | mV |
| Final HPWL DP | 3620 | um |
| Post-detailed-routing wire length | 4140 | um |
| Category of the worst setup path capture point | output pin | - |
| Clock buf count | 0 | - |
| Crit path cell chain | buf_2 -> buf_12 -> nand2_1 -> o21ai_1 -> clkdlybuf4s50_1 | - |
| Proportion of netlist area held by the largest area contributor | 44.8 | % |
| Tightest Hold Check Type | input pin to output pin | - |
| Number of vias per cell | 3.77 | - |
| Chip area estimate from yosys synthesis | 714 | sq um |
| Syn Std Cell Area | 714 | sq um |
| Post-layout period usage | 89.1 | % |
| Data required time at the worst endpoint | 2080 | ps |
| Aggregate negative setup slack | 0 | ps |
| Critical path startpoint category | input pin | - |
| Crit-path leading delay family | buffers and inverters | - |
| Crit-path slowest cell | clkdlybuf4s50_1 | - |
| Post-DR wirelength/cell | 13.7 | um |
| IO Pins | 130 | - |
| Hold Worst Slack | 1820 | ps |
| Syn_area_per_cell | 6.68 | sq um |
| CP Data Arrival Time | 1800 | ps |
| Area of the multi-input gates | 608 | sq um |
| Final global-route overflow total | 0 | - |
| Final count of pins violating max slew | 0 | - |
| Tmin final | 2320 | ps |
| Post-synthesis cell count from yosys | 107 | - |
| Total power per unit cell area | 156 | nW/um^2 |
| Final setup violating endpoints | 0 | - |
| Filler Cell Count | 617 | - |
| Worst Setup Path Type | input pin to output pin | - |
| Number of cells on the worst hold path | 4 | - |
| Unrepaired setup endpoints after global routing | false | - |
| Transition at the pin with the smallest max-transition slack | 403 | ps |
| Buffers inserted by post-CTS timing repair | 0 | - |
| Leak pwr | 0.831 | nW |
| Worst Path Buf+Inv | 3 | - |
| Tally of OpenROAD warnings | 32 | - |
| Number of distinct library cell variants in the gate-level netlist after synthesis | 8 | - |
| Initial standard-cell utilization of the core | 12.1 | % |
| Register area | 0 | sq um |
| Synth area leaders | mux2i_1 45%, o21ai_1 20%, nand2_1 17% | - |
| Remaining routing DRC violations | 0 | - |
| Relative area change from synthesis to final layout | 185 | % |
| Number of maximum-capacitance violations | 0 | - |
| Peak per-stage delay on the critical path | 500 | ps |
| Post-CTS sizing | 0 | - |
| Std-Cell Core Area | 5920 | sq um |
| Number of warning messages in the yosys log | 0 | - |
| Drt first pass iters | 4 | - |
| Max FO, Critical Path | 42 | - |
| Syn Inst Count | 107 | - |
| First-pass GRT wire length | 6290 | um |
| Total Power | 0.318 | mW |
| Number of global-route vias before repair | 1115 | - |
| Number of buffers inserted by port buffering | 130 | - |
| Gp weighted congestion | 0.783 | - |
| Final core utilization | 34.3 | % |
| Number of rows created at floorplan | 28 | - |
| Routed via count | 1142 | - |
| Achievable clock frequency | 432 | MHz |
==> layout by cell type (no fill, tap or decap) <==
master	count
o21ai_1	28
nand2_1	32
buf_2	2
clkdlybuf4s50_1	128
o21ai_0	2
mux2i_1	32
o21ai_2	2
buf_12	2
==> per-stage QoR <==
stage,instance area (sq um),worst slack [ps],std cells
2_1_floorplan,714,1060,107
3_3_place_gp,2030,253,303
3_5_place_dp,2030,242,303
4_1_cts,2030,245,303
5_1_grt,2030,149,303
6_report,2030,284,303
==> worst max-delay path by stage <==
stage | depth (start not counted) | startpoint | endpoint | slack, ps
CTS | 5 | sel[1] | rlt[22] | 250
global route | 5 | sel[1] | rlt[22] | 150
finish | 5 | sel[1] | rlt[22] | 280
==> routing by layer <==
metal  GRT usage, %  share of wire (%)  vias up
met3           5.26                 17        0
li1               -                  -      618
met5              0                  0        -
met4              0                  0        0
met1           8.51                 39      445
met2           12.9                 44       79
==> layout make-up <==
class	count	area share (%)
Timing Repair Buffer	132	65.5
Multi-Input combinational cell	96	29.9
Tap cell	75	4.62
==> logic make-up (layout without fill, tap and decap cells) <==
family | Yosys count | count (layout) | share of synthesized area [%]
AND-OR/OR-AND | 32 | 32 | 23.5
buffers and inverters | 11 | 132 | 14.9
AND/OR/NAND/NOR | 32 | 32 | 16.8
multiplexers | 32 | 32 | 44.8
==> where the power goes <==
part           total (mW)  leakage (nW)  internal [mW]  switching (mW)
combinational       0.318         0.831          0.239          0.0788
sequential              0             0              0               0
clock                   0             0              0               0
No activity file was given, so power comes from the tool's default toggle rates.

--- flow/config.mk ---
export PLATFORM = sky130hd
export DESIGN_NAME = ir
export DESIGN_NICKNAME = ir
export VERILOG_FILES = /design/flow/design.v
export SDC_FILE = /design/flow/constraint.sdc
export NUM_CORES = 4
export LEC_CHECK = 1
export CORE_AREA = 10 10 98 98
export DIE_AREA = 0 0 108 108
export SYNTH_HDL_FRONTEND = slang
--- flow/constraint.sdc ---
current_design ir

set clk_period 3.1
set clk_io_pct 0.2

create_clock -name clk0 -period $clk_period [get_ports {clk}]

set non_clock_inputs [all_inputs -no_clocks]
set_input_delay [expr $clk_period * $clk_io_pct] -clock clk0 $non_clock_inputs
set_output_delay [expr $clk_period * $clk_io_pct] -clock clk0 [all_outputs]
--- flow/design.v ---
module ir(clk, clr, IRWr, ins, rs, rt, rd, shamt, imm16, imm26, decdOp);
    input   [31:0] ins;
    input   clk, clr, IRWr;
    output  [25:0] imm26;
    output  [15:0] imm16;
    output  [4:0] rs, rt, rd, shamt;
    output  [6:0] decdOp;
    reg     [31:0] ireg;
    always @(posedge clk) begin
        if(IRWr)
            ireg <= ins;
    end
    assign  decdOp = (ireg[31:26] == 6'd0) ? {ireg[5:0], 1'b1} : {ireg[31:26], 1'b0};
    assign  rs = ireg[25:21];
    assign  rt = ireg[20:16];
    assign  rd = ireg[15:11];
    assign  shamt = ireg[10:6];
    assign  imm16 = ireg[15:0];
    assign  imm26 = ireg[25:0];
endmodule  
--- flow/run.sh ---
#!/bin/bash
# OpenROAD 26Q1-2900-gdf79404cd8, Yosys 0.63+post, stock flow scripts
make -C /OpenROAD-flow-scripts/flow DESIGN_CONFIG=/design/flow/config.mk WORK_HOME=/design/flow/orfs finish
==> run summary <==
die height: 108 µm
Clock Tree Buf Depth: 2
proportion of layout cells with a drive suffix above 1: 0.0458
setup bufs post-CTS: 0
sequential element share of the synthesized area: 0.633
Avg Vias per Cell: 3.34
HP Start: ins[12]
CTS buffer count: 5
largest net degree at the start of global routing: 33
Post-CTS Hold Buffers: 0
Yosys Chip Area: 0.00152 mm²
routing usage on met2: 0.0927
number of synthesis warnings: 0
row count: 32
slew of the pin with the lowest slew margin: 0.727 ns
pwr/cell area: 445 mW/mm²
I/O pins: 104
Seq. cell area: 961 µm²
post-synthesis cell area: 0.00152 mm²
HPWL after detailed placement: 2860 µm
Max FO, Critical Path: 7
Die Wd: 108 µm
biggest regs: ireg x32
MI comb area: 83.8 µm²
Worst Hold Path Cells: 1
clk sinks: 32
RePlAce Congestion: 0.737
dpl ws: 0.904 ns
port bufs: 102
clock slew at reported path FFs: 0.07 ns
# Cells Yosys: 105
first-pass GRT wire length: 5270 µm
fillers: 737
initial antenna violation count: 0
Unique cell types: 7
most numerous logic cell after layout: clkdlybuf4s50_1
CTS tree: yes
Critical Path Start Type: flip-flop
All-Layer GR Usage: 0.0579
routed wire length: 3470 µm
WHS Endpoint: ireg[12]$_DFFE_PP_
min cycle time layout: 2.48 ns
synthesized instance count: 105
met3 Use GR: 0.0398
met1 Use GR: 0.0645
violation tally from detailed-route iteration zero: 14
commonest cells after routing, fill and taps aside: 101 x clkdlybuf4s50_1, 32 x edfxtp_1, 6 x a31o_1
Max Cap Viol: 0
Avg WL per Cell: 13.6 µm
Post-DRT Antenna Nets: 0
status: finished clean
CP Class: flip-flop to primary output
Worst Path Required: 2.48 ns
Biggest register: ireg
Yosys reg bits: 32
Slew Limit Fails: 0
H-tree depth: 2
Syn Area/Cell: 14.5 µm²
Post-Place Cells: 247
Post-route DRC: 0
antenna diode count: 0
root buffer cell: clkbuf_8
cts repair resizes: 0
Finished Layout Cells: 255
P&R area growth vs syn: 50.0%
hold crit path type: primary input to flip-flop
tool warnings: 26
Die Size: 0.0117 mm²
# setup viols final: 0
Final Hold Violating Endpoints: 0
core area: 0.00765 mm²
via count: 852
busiest layer in global routing: met2
VDD IR-drop max: 0.179 mV
Fin Setup TNS: 0 ns
PnR worst setup slack: 0.623 ns
total leakage power: 0.784 nW
fmax: 404 MHz
DRT Pass-1 Iters: 2
Slew HR: 0.515
total congestion overflow: 0
RSZ-0062 raised after global routing: false
fp_density: 0.198
max reg flops: 32
cycle use final: 0.799
crit path capture type: primary output
number of global-route vias before repair: 973
CP arrival: 1.86 ns
cells by family after synthesis:
family	after synthesis	synth area share
AND-OR/OR-AND	6	0.0346
AND/OR/NAND/NOR	3	0.0206
flip-flops	32	0.633
buffers and inverters	64	0.312
cell usage after synthesis, drive strengths merged:
cell / count / area share
nor4: 1 / 0.014
nor2: 1 / 0.0025
buf: 62 / 0.31
inv: 2 / 0.0049
a31o: 6 / 0.035
and2: 1 / 0.0041
edfxtp: 32 / 0.63
critical path, stage by stage, from the launching register on:
cell and delay, ns:
edfxtp_1 0.42, nor4_4 0.47, a31o_1 0.21, clkdlybuf4s50_1 0.48
metrics by stage:
step / hold WS (ns) / power (W) / util / area [µm²]
finish: 0.893 / 0.00101 / 0.298 / 2280
global route: 0.872 / 0.00108 / 0.298 / 2280
CTS: 0.877 / 0.00104 / 0.298 / 2280
detailed placement: 1.18 / 0.000731 / 0.287 / 2200
global placement: 1.18 / 0.000729 / 0.287 / 2200
floorplan: 0.719 / 0.000620 / - / 1520
final cells by class:
type / instances / area share
Inverter: 2 / 0.00330
Multi-Input combinational cell: 9 / 0.0368
Sequential cell: 32 / 0.422
Timing Repair Buffer: 102 / 0.446
Tap cell: 102 / 0.0561
Clock inverter: 1 / 0.00165
Clock buffer: 7 / 0.0335
power breakdown:
group          total, W  internal, W  switching, W  leakage (nW)
Sequential     0.000539     0.000516     0.0000225         0.313
Combinational  0.000177     0.000148     0.0000281         0.431
Clock          0.000297     0.000156      0.000141        0.0399
worst max path at each step:
stage                      start   endpoint
CTS           ireg[31]$_DFFE_PP_  decdOp[4]
global route  ireg[31]$_DFFE_PP_  decdOp[3]
finish        ireg[31]$_DFFE_PP_  decdOp[3]
routing by layer:
layer | routed length (µm) | part of all wire
met1 | 1210 | 0.35
met2 | 1580 | 0.45
met3 | 642 | 0.19
met4 | 38 | 0.011
met5 | 0 | 0
Power is estimated from default activity; no workload was simulated.
